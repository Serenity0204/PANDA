**/design/flow/config.mk**
```make
export PLATFORM = sky130hd
export DESIGN_NAME = RegFile
export DESIGN_NICKNAME = RegFile
export VERILOG_FILES = /design/flow/design.v
export SDC_FILE = /design/flow/constraint.sdc
export NUM_CORES = 4
export LEC_CHECK = 1
export CORE_UTILIZATION = 40
```
**/design/flow/constraint.sdc**
```tcl
current_design RegFile

set clk_period 2.2
set clk_io_pct 0.2

create_clock -name clk0 -period $clk_period [get_ports {clk}]

set non_clock_inputs [all_inputs -no_clocks]
set_input_delay [expr $clk_period * $clk_io_pct] -clock clk0 $non_clock_inputs
set_output_delay [expr $clk_period * $clk_io_pct] -clock clk0 [all_outputs]
```
**/design/flow/design.v**
```verilog
module RegFile #(
    parameter DATA_PATH_WIDTH = 8,
    parameter ADDR_WIDTH = 4
) (   
    input logic clk,
    input logic wen,   
    input logic [ADDR_WIDTH-1:0] raddr_A,   
    input logic [ADDR_WIDTH-1:0] raddr_B,   
    input logic [ADDR_WIDTH-1:0] waddr,   
    input logic [DATA_PATH_WIDTH-1:0] data_in,   
    output logic [DATA_PATH_WIDTH-1:0] data_out_A,  
    output logic [DATA_PATH_WIDTH-1:0] data_out_B   
);
    logic [DATA_PATH_WIDTH-1:0] registers[0:(2**ADDR_WIDTH)-1];
    assign data_out_A = registers[raddr_A];
    assign data_out_B = registers[raddr_B];
    always_ff @(posedge clk) begin
        if (wen) begin
            registers[waddr] <= data_in;
        end
    end
endmodule
```
**/design/flow/run.sh**
```bash
#!/bin/bash
# OpenROAD 26Q1-2900-gdf79404cd8, Yosys 0.63+post, stock flow scripts
make -C /OpenROAD-flow-scripts/flow DESIGN_CONFIG=/design/flow/config.mk WORK_HOME=/design/flow/orfs finish
```
==> run notes <==
yosys + openroad results -> outcome=finished, violations left, failing checks=negative setup slack, dpl hpwl=9540 um, Worst Setup SP=registers[1][0]$_DFFE_PP_, Num CTS Buffers=17, yosys warns=1, Total GRT Usage=0.223, Die Area=15,600 um2, synthesis-to-finish area growth=31.9%, final core utilization=0.545, Critical Path End Type=output port, global routing usage on met3=0.160, slew margin rel.=0.616, Simple-Gate Area Share=0.0361, Min-Delay Path Class=in2reg, Layout Cells excl Fill=601, fmax=429 MHz, aoi share=0.0399, pin count of the biggest net entering global routing=17, chip area estimate from yosys synthesis=6030 um2, Port-buffer cells=37, share of cells above drive strength 1=0.516, register share after synthesis=0.638, global-route wire length before repair=22,900 um, Static Leak=2.74 nW, initial antenna violation count=0, Pre-antenna DRT Iters=4, final WL=15,000 um, top cells by area=edfxtp_1 (64%), mux4_2 (13%), mux4_1 (12%), grt ovf=0, library cells used by synthesis=19, asr flop ratio synth=0, via count=3,482, worst slack at placement=-0.585 ns, gpl congestion=0.882, Core ar.=14,600 um2, met2 usage=0.334, vias in the first global route=4,085, Syn Std Cell Area=6030 um2, Required @ worst endpoint=1.76 ns, max reg flops=128, main flop type=edfxtp_1, number of enable flip-flop cells=128, most common cell in the netlist=edfxtp_1, Die W=125 um, drt drc=0, Hold-fix buffers, CTS=0, RSZ-0062 raised after global routing=true, Post-synth regs=128, hold path cells=1, number of I/O pins=38, Routed Antenna Nets=0, min-delay src=data_in[5], CP Max Fanout=2, MUX area fraction=0.257, top comb family, area=multiplexers, Via density=5.79, tool warnings=27, gr busiest metal=met2, CP Launch Type=register, DR WL/cell=25.0 um, Finish-stage setup viols=4, Floorplan Utilization=0.413, DR iter-0 viols=183, # rows=44, # Cells Yosys=291, Max-area cell share=0.638, Synth top cells by count=edfxtp_1 (128), mux4_2 (34), a22oi_1 (32), min cycle time layout=2.33 ns, power per cell area=762 nW/um2, Max Root-Sink Buffers=2, Regs by FF count=registers: 128 flops, xor+xnor area frac=0, Die Ht=125 um, fin. max-slew vios=0, Biggest register=registers, placed insts=543, Antenna diodes=0, post-route setup TNS=-0.268 ns, CTS root buf=clkbuf_16, syn avg cell area=20.7 um2, adder share=0, fin crit share=1.06, CTS tree=done, worst vdd ir=0.535 mV, H-tree depth reported by CTS=4, Worst Path Arrival=1.89 ns, Worst-path clk slew=0.06 ns, hold_ws=0.994 ns, Setup Crit Path Kind=reg2out, max-cap violation count=0, Worst Tran Pin Value=0.575 ns, clock sinks=128, setup ws final=-0.131 ns, met1 GRT Util=0.275, cell taking the most area after synthesis=edfxtp_1, cells after synthesis=291, worst hold endpoint=registers[1][5]$_DFFE_PP_, final hold violations=0
worst max-delay path, cell delays in order, from the launching register on:
cell and delay [ns]:
edfxtp_1 0.39, buf_4 0.15, mux4_4 0.58, a22oi_2 0.18
nand2_1 0.08, buf_2 0.11
per-stage QoR:
stage,power [mW],area (um2)
global route,6.25,7950
finish,6.06,7950
floorplan,3.07,6030
CTS,6.09,7950
detailed placement,3.37,7010
global placement,3.36,7010
repair_timing:
item | CTS | global route
gates cloned | 6 | 0
pin swaps | 35 | 11
endpoints found under the setup margin | 16 | 15
setup buffers | 20 | 1
resized | 114 | 19
endpoints found under the hold margin | 0 | 0
layout by cell type (no fill, tap or decap), drive strengths merged, types with 3 or more instances in the layout:
cell type      Yosys  layout
edfxtp           128     128
buf               14      87
mux4              64      64
a22oi             32      32
clkbuf             0      26
nand2             17      17
clkdlybuf4s50      0      15
nor2              14      14
clkinv             0       7
nor3               4       4
clkinvlp           0       3
where the power goes:
| group | switching, mW | internal (mW) | total [mW] |
|---|---|---|---|
| combinational | 0.285 | 0.371 | 0.656 |
| sequential | 0.0200 | 2.74 | 2.76 |
| clock | 0.994 | 1.65 | 2.64 |
cell type report:
class,instances,area [um2]
Tap cell,184,230
Multi-Input combinational cell,143,2070
Sequential cell,128,3840
Clock inverter,12,119
Timing Repair Buffer,114,1250
Clock buffer,20,437
Fill cell,1070,6640
worst max path at each step:
stage                      endpoint  slack (ns)  cells past startpoint
after CTS             data_out_A[0]       -0.18                      5
after global routing  data_out_A[0]       -0.22                      5
final                 data_out_A[0]       -0.13                      5
cell families (layout without fill, tap and decap cells):
kind of cell,after synthesis,after routing
multiplexers,64,64
flip-flops,128,128
AND-OR/OR-AND,32,32
AND/OR/NAND/NOR,47,47
buffers and inverters,20,146
layer usage:
metal | part of all wire | up-vias
met5 | 0 | -
met4 | 0.020 | 0
met3 | 0.14 | 20
met2 | 0.49 | 234
met1 | 0.35 | 1727
li1 | - | 1501
Power figures rest on the tool's default switching activity, not on a simulated workload.
