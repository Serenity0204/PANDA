**design/flow/design.v**
```verilog
module DataMem #(
    parameter DATA_PATH_WIDTH = 8,
    parameter ADDR_WIDTH = 8
) (
    input logic clk,
    input logic wen,   
    input logic [ADDR_WIDTH-1:0] read_addr,   
    input logic [ADDR_WIDTH-1:0] write_addr,   
    input logic [DATA_PATH_WIDTH-1:0] data_mem_write,   
    output logic [DATA_PATH_WIDTH-1:0] data_mem_read   
);
    logic [DATA_PATH_WIDTH-1:0] core[0:(2**ADDR_WIDTH)-1];
    assign data_mem_read = core[read_addr];
    always_ff @(posedge clk) begin
        if (wen) core[write_addr] <= data_mem_write;
    end
endmodule
```
**design/flow/run.sh**
```bash
#!/bin/bash
# OpenROAD 26Q1-2900-gdf79404cd8, Yosys 0.63+post, stock flow scripts
make -C /OpenROAD-flow-scripts/flow DESIGN_CONFIG=/design/flow/config.mk WORK_HOME=/design/flow/orfs finish
```
**design/flow/config.mk**
```make
export PLATFORM = sky130hd
export DESIGN_NAME = DataMem
export DESIGN_NICKNAME = DataMem
export VERILOG_FILES = /design/flow/design.v
export SDC_FILE = /design/flow/constraint.sdc
export NUM_CORES = 4
export LEC_CHECK = 1
export CORE_UTILIZATION = 30
```
**design/flow/constraint.sdc**
```tcl
current_design DataMem

set clk_period 8.6
set clk_io_pct 0.2

create_clock -name clk0 -period $clk_period [get_ports {clk}]

set non_clock_inputs [all_inputs -no_clocks]
set_input_delay [expr $clk_period * $clk_io_pct] -clock clk0 $non_clock_inputs
set_output_delay [expr $clk_period * $clk_io_pct] -clock clk0 [all_outputs]
```
==> deck_impl_summary.md <==
Flow Results at a Glance

Status
  – Status: complete, no violations

Floorplanning
  – Floorplan Utilization: 30.22%
  – Rows: between 150 and 200
  – Die height: a little over 500 um
  – Die W: roughly 520 um
  – Die area: roughly 270000 um^2
  – CORE AREA: 262700 um^2
  – # IOs: 34

Synth
  – Yosys top cell by area: edfxtp_1
  – # Cells Yosys: 3725
  – Top_reg_cell synth: edfxtp_1
  – Cells after Synth: 3725
  – Cell Area, Synth: about 79000 um^2
  – Ys async rst share: 0%
  – Count of library flops with an enable pin: 2048
  – YS chip area: approximately 79000 um^2
  – Top cells, area: edfxtp_1, mux4_2, mux2i_1
  – Ys Warns: 1
  – Post-synth top area share: between 70 and 80%
  – Synth flops: roughly 2000
  – Cell Type Count: between 50 and 60
  – Syn avg cell area: 21.31 um^2
  – Post-synthesis sequential area ratio: approximately 77%

Routing
  – Via-per-instance ratio: between 5 and 6
  – DR vias: roughly 38000
  – Drt drc: 0
  – ANT nets after route: 0
  – Total wire length: 200.8 mm
  – Avg WL per Cell: between 20 and 30 um
  – 1st-iter DRT viols: between 2000 and 3000
  – TritonRoute pass-1 iters: 6

Clock network
  – Worst-path clk slew: approximately 60 ps
  – CTS HTree Levels: 4
  – Clock Path Buffers: 3
  – Sink Count: ~2000
  – Setup bufs post-CTS: 0
  – Total CTS buffers: roughly 200
  – CTS tree: done
  – Root Buffer: clkbuf_16
  – CTS Hold Buffers Added: 0
  – Number of gates resized after cts: 0

Final timing
  – Tcrit/Tclk final: between 90 and 100%
  – Max-slew violation count: 0
  – Period minus WS final: 7940 ps
  – Max Freq: 0.1260 GHz
  – Setup TNS: 0 ps
  – Final Hold Viols: 0
  – WHS: 1336 ps
  – Tightest Pin Transition: ~1200 ps
  – Final setup violation count: 0
  – Relative slew margins: a little under a quarter
  – RSZ-0062 raised after global routing: no

Setup path
  – CP cell instances: clkdlybuf4s50_1, buf_4, nor3b_2, buf_4, o221ai_1, a21oi_1, o32ai_1, nor3_1, nor4_2, clkdlybuf4s50_1
  – Crit-path leading delay family: buffers and inverters
  – Crit path largest cell delay: ~1000 ps
  – Critical path's slowest cell: clkdlybuf4s50_1
  – CP startpoint kind: input port
  – Crit path arrival time: between 6000 and 7000 ps
  – CP bufs+invs: 4
  – CP endpoint kind: primary output
  – CP max FO: 8
  – Crit path required time: ~6900 ps
  – Critical path class: in -> out

Finish
  – Post-Layout Cell Count: about 7600
  – Most numerous logic cell after layout: edfxtp_1
  – Top flop regs: core: 2048 flops
  – Layout Utilization: around a third
  – Fin area: between 90000 and 100000 um^2
  – Filler cell count: 24030
  – Largest register by flop count: core
  – Fraction of layout cells with a size suffix above 1: between 20 and 25%
  – Max FFs per register: just over 2000
  – Top cells excl fill/tap: edfxtp_1, mux4_2, nor2_1, clkbuf_16, buf_4
  – Area growth syn-to-layout: 13.85%

Flow run
  – Max_cap viols: 0
  – Tool warnings: 30

Power and ir drop
  – VDD IR max: between 0.2 and 0.25 mV
  – Pwr/cell area: ~220 nW/um^2
  – Leakage: 27.31 nW

Global route
  – Initial antenna violation count: 7
  – Vias in the first global route: about 42000
  – GRT overflow: 0
  – First-pass GRT wire length: between 200 and 300 mm
  – Largest net degree at the start of global routing: 124
  – All-Layer GR Usage: 16.33%

Hold path
  – Worst Hold Class: in -> reg

Place
  – PortBufs: 33
  – Post-DP Area: 84330 um^2
  – Dpl hpwl: between 100 and 150 mm
  – Gpl congestion: a little over 0.9
  – Placed cell count: 7221
-- per-stage QoR --
stage	total power, W	worst slack, ps
3_3_place_gp	0.01225	185.2
3_5_place_dp	0.01226	605.0
4_1_cts	0.02037	558.7
6_report	0.02021	660.4
2_1_floorplan	0.01175	3364
5_1_grt	0.02080	486.3
-- path summary, 6_finish.rpt --
kind,startpoint,cells past startpoint,end
worst max-delay path,read_addr[6],10,data_mem_read[5]
worst min-delay path,data_mem_write[4],1,core[68][4]
-- cell usage after synthesis (21+ instances only) --
| cell type | number |
|---|---|
| mux2i_1 | 134 |
| nor3_1 | 22 |
| nand2_1 | 33 |
| nor2_1 | 282 |
| buf_4 | 27 |
| o221ai_1 | 46 |
| nor2b_1 | 31 |
| mux4_2 | 454 |
| nor4_1 | 24 |
| buf_1 | 22 |
| buf_6 | 21 |
| buf_2 | 31 |
| a22oi_1 | 133 |
| a21oi_1 | 96 |
| o22ai_1 | 28 |
| nand3_1 | 34 |
| clkbuf_1 | 111 |
| edfxtp_1 | 2048 |
-- where the power goes --
group / internal [W] / switching (W)
registers: 0.0110 / 0.00000433
clock network: 0.00459 / 0.00358
logic: 0.000356 / 0.000674
total: 0.0159 / 0.00426
-- layer usage --
| metal | global-route usage, % | share of wire (%) | up-vias |
|---|---|---|---|
| met2 | 24.87 | 48 | 2276 |
| met5 | 0.7751 | 0.17 | - |
| met3 | 11.86 | 16 | 356 |
| met1 | 18.30 | 33 | 19640 |
| met4 | 4.471 | 3.4 | 15 |
| li1 | - | - | 16050 |
-- kinds of logic after synthesis --
| family | share of synthesized area (%) |
|---|---|
| DFF | 77.46 |
| muxes | 14.65 |
| and+or+nand+nor | 2.633 |
| AOI/OAI and AO/OA | 3.426 |
| buffers and inverters | 1.834 |
-- area by class of cell --
type	instances	area, um^2	area share (%)
sequential	2048	61500	68.04
multi-input combinational	1442	16490	18.25
timing repair buffer	214	1931	2.136
clock inverter	108	824.5	0.9122
clock buffer	248	5228	5.783
inverter	2	7.507	0.008305
tap	3515	4398	4.866
antenna	3	7.507	0.008305
Power and IR drop assume default switching activity.
