==> flow/run.sh <==
#!/bin/bash
# OpenROAD 26Q1-2900-gdf79404cd8, Yosys 0.63+post, stock flow scripts
make -C /OpenROAD-flow-scripts/flow DESIGN_CONFIG=/design/flow/config.mk WORK_HOME=/design/flow/orfs finish
==> flow/config.mk <==
export PLATFORM = sky130hd
export DESIGN_NAME = PC
export DESIGN_NICKNAME = PC
export VERILOG_FILES = /design/flow/design.v
export SDC_FILE = /design/flow/constraint.sdc
export NUM_CORES = 4
export LEC_CHECK = 1
export CORE_AREA = 10 10 97 97
export DIE_AREA = 0 0 107 107
==> flow/constraint.sdc <==
current_design PC

set clk_period 6.2
set clk_io_pct 0.2

create_clock -name clk0 -period $clk_period [get_ports {clk}]

set non_clock_inputs [all_inputs -no_clocks]
set_input_delay [expr $clk_period * $clk_io_pct] -clock clk0 $non_clock_inputs
set_output_delay [expr $clk_period * $clk_io_pct] -clock clk0 [all_outputs]
==> flow/design.v <==
module PC #(
    parameter PC_WIDTH = 12
) (
    input logic reset,   
    input logic start,  
    input logic clk,   
    input logic EQ,   
    input logic LT,
    input logic GT,
    input logic [1:0] cond_sel,   
    input logic abs_branch_en,
    input logic rel_branch_en,
    input logic [3:0] rel_branch_offset,   
    input logic [PC_WIDTH-1:0] next_pc,
    output logic [PC_WIDTH-1:0] current_pc
);
    logic do_branch;
    always_comb begin
        unique case (cond_sel)
            2'b00: do_branch = 1'b0;   
            2'b01: do_branch = EQ;   
            2'b10: do_branch = LT;   
            2'b11: do_branch = GT;   
        endcase
    end
    always_ff @(posedge clk) begin
        if (reset) current_pc <= 0;
        else if (start)
            current_pc <= current_pc;  
        else if (do_branch && abs_branch_en)
            current_pc <= next_pc;  
        else if (do_branch && rel_branch_en)
            current_pc <= current_pc + $signed(
                rel_branch_offset
            );   
        else current_pc <= current_pc + 1;   
    end
endmodule
==> notes.md <==
Flow results follow.

In the final report, the number of hold violations comes to 0. Per the detail_route report, routed wire per instance is roughly 13 um. The upper clock frequency limit is 264 MHz. For this design the ratio of total power to cell area is about 160 nW/um2.

The arrival time of data at the critical path endpoint is ~4.0 ns. The total negative setup slack is 0 ns. The clock net in this run drives a total of 12 sinks.

The largest registers in the layout are current_pc (12). current_pc holds more flip-flops than any other register. Counting along the longest clock path gives a buffer depth of 2.

Clock latency on the worst-skew pair, taken at its later pin, is ~0.24 ns. Counting I/O delays and the setup requirement, the final critical path takes between 3 and 4 ns. The count of input and output buffers is 37. The number of standard cells after synthesis is about 110. The number of failing setup endpoints in the final timing report is 0. The first detailed-routing pass took 4 iterations. The count of flip-flops with a built-in enable after synthesis is 0. The maximum level of the CTS H-tree is 1. For this block, the initial DRC count from the detailed router was roughly 42. The number of flip-flops and latches in the synthesized netlist is 12. The post-cts gate resize count is 0. The total standard cell area after synthesis is 908 um2.

In this run the clock root is driven by a sky130_fd_sc_hd__clkbuf_8. The script extracted a total leakage power of 0.495 nW. The final cycle utilization of the critical path is 61.1%. The most critical min-delay path falls under flip-flop to flip-flop. The capturing element type of the critical path is a flip-flop. Listed in order, past its start point the critical path passes clkdlybuf4s50_1 -> mux2i_2 -> a211oi_1 -> and2_1 -> ha_1 -> o21ai_0 -> o21bai_1 -> nand3_1 -> or4_1 -> a31oi_1.

The combined global-route utilization of all metal layers is between 5 and 6%. For this run, the script counts the antenna cells in the layout as 0. For this run, asynchronously set or reset flops after synthesis account for 0%. Relative to the synthesized area, the layout overhead comes to 55.9%.

Dividing the detail-routed via count by the number of cells gives roughly 3.9. The post-cts hold-fix buffer tally is 0. The first-pass GRT wire length is between 4000 and 5000 um.

In this run the count of I/O pins placed on the die edge is 38. Per the run summary, max-cap violations total 0. The die width is 107 um. The largest fanout on the critical path is 5. The chip occupies ~11000 um2.

Note, the detailed placer reported a final HPWL of about 2500 um. Post-synth the commonest register cell is sky130_fd_sc_hd__dfxtp_1. The overall power is approximately 0.22 mW. Setup repair after global routing left no endpoint under its margin. The chip area in the Yosys report is approximately 900 um2. The layout summary lists the proportion of cells stronger than drive strength 1 as 5.44%. The clock tree from TritonCTS is built. Warnings reported by Yosys during synthesis add up to 1. The routed layout has approximately 960 vias.

After detailed routing, the number of remaining DRC violations is 0. The initial antenna violation count was 0. The clock-pin slew of the registers on the worst-case setup and hold paths is 0.05 ns. The pre-placement core utilization is 12.5%.

After layout, the setup clock skew is reported as between 0.002 and 0.0025 ns. The sum of overflow across all layers after global routing is 0. The filler cell count is ~850.

The average size of a mapped cell is a little over 8 um2. The number of buffers inserted during clock tree synthesis is 3. The total wirelength of the detailed-routed design is 3190 um. The critical path class is primary input to flip-flop. The delay of the slowest cell on the worst path is roughly 0.48 ns.

The netlist uses 42 different library cells. The region available for standard cell placement spans about 7300 um2. Looking at the critical path, the single cell with the biggest stage delay is sky130_fd_sc_hd__a211oi_1.

The detail route stage leaves a number of antenna-violating nets equal to 0. The flow ran to the end, and the final reports show no timing, DRC or antenna violations. The element type at the critical path start is a primary input. The row count is 31.

The highest supply drop recorded on VDD is ~0.000033 V. The number of setup buffers added after CTS is 0. The height of the die is 107 um. The count of pins over their slew limit is 0. The number of logged tool warnings is 25. For this run, the register share of the synthesized area comes to between 20% and 30%.

The via count of the first global-routing pass is slightly below 1000. The required time at the endpoint of the critical path is 6.36 ns. The flip-flop count of the largest register, all copies and words added is 12.

The relative slew slack is 42.3%. Looking at the max-slew report, the worst-margin pin has a slew of approximately 0.86 ns. Routability-driven placement finished with a final weighted congestion of 0.829. Entering global routing, the biggest net connects 24 pins.

Yosys stat counts ~110 cells in the synthesized netlist.
[kinds of logic after synthesis]
family,synth area share [%]
AND-OR/OR-AND,29.8
AND/OR/NAND/NOR,20.2
buffers and inverters,7.58
flip-flops,26.4
multiplexers,7.30
adder cells (fa/ha/maj),7.71
XOR/XNOR,0.964
[final cells by class]
type	instances	area, um2	area share [%]
repair buffers	38	378	26.7
multi-input cells	85	599	42.3
inverters	9	33.8	2.39
well taps	99	124	8.75
clock buffers	3	41.3	2.92
flip-flops and latches	12	240	17.0
[placed cells by master, fill, tap and decap left out, drive strengths merged, types with 4 or more instances in the layout]
cell           Yosys  layout
a21oi              9       9
o21ai              6       6
inv                9       9
dfxtp             12      12
a211oi             6       6
mux2i              4       4
nand3              5       5
ha                 4       4
nor2               7       7
clkdlybuf4s50      0      37
nand2              5       5
[synthesized netlist by cell type (2+ instances only)]
library cell,number,share of area [%]
sky130_fd_sc_hd__inv_1,9,3.7
sky130_fd_sc_hd__o31a_1,3,2.9
sky130_fd_sc_hd__nand2_1,5,2.1
sky130_fd_sc_hd__mux2i_1,3,3.3
sky130_fd_sc_hd__dfxtp_1,12,26
sky130_fd_sc_hd__o32ai_1,3,2.9
sky130_fd_sc_hd__or4_1,3,2.5
sky130_fd_sc_hd__nand3_1,5,2.8
sky130_fd_sc_hd__clkbuf_1,3,1.2
sky130_fd_sc_hd__and2_1,3,2.1
sky130_fd_sc_hd__nand2b_1,2,1.4
sky130_fd_sc_hd__a211oi_1,5,4.1
sky130_fd_sc_hd__ha_1,4,5.5
sky130_fd_sc_hd__a31oi_1,3,2.1
sky130_fd_sc_hd__o21ai_0,6,3.3
sky130_fd_sc_hd__nor2_1,7,2.9
sky130_fd_sc_hd__nor2b_1,3,2.1
sky130_fd_sc_hd__a21oi_1,9,5.0
[final timing paths]
check                 from             to  slack (ns)  cells past startpoint
max            cond_sel[1]  current_pc[9]        2.41                     10
min          current_pc[3]  current_pc[3]        0.49                      2
max reg2reg  current_pc[0]  current_pc[6]        4.15                      8
min reg2reg  current_pc[3]  current_pc[3]        0.49                      2
[through the flow]
step                instance area (um2)  instances  hold WS, ns  setup WS (ns)  utilization [%]
floorplan                           908        112        0.455           2.96                -
global placement                   1380        243        0.485           2.20             18.9
detailed placement                 1380        243        0.488           2.16             18.9
CTS                                1420        246        0.496           2.42             19.4
global route                       1420        246        0.525           2.23             19.4
finish                             1420        246        0.491           2.41             19.4
[worst max-delay path: cells and delay by family]
kind	cells	cell delay, ns
compound gates	4	1.12
fa+ha+maj	1	0.20
buf+inv	1	0.44
mux	1	0.19
simple gates	3	0.75
[routing by layer]
layer / global-route usage, % / vias to the layer above / routed length [um]
met3: 1.52 / 2 / 224
met4: 0.677 / 0 / 38
met1: 6.51 / 436 / 1420
li1: - / 492 / -
met2: 9.17 / 30 / 1510
met5: 0 / - / 0
[power breakdown]
group | internal [mW] | total [mW] | switching [mW]
clock | 0.0428 | 0.0709 | 0.0281
sequential | 0.0824 | 0.0876 | 0.00522
combinational | 0.0391 | 0.0658 | 0.0266
Power figures rest on the tool's default switching activity, not on a simulated workload.
